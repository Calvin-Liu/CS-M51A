===== /design/flow/run.sh =====
#!/bin/bash
# OpenROAD 26Q1-2900-gdf79404cd8, Yosys 0.63+post, stock flow scripts
make -C /OpenROAD-flow-scripts/flow DESIGN_CONFIG=/design/flow/config.mk WORK_HOME=/design/flow/orfs finish

===== /design/flow/config.mk =====
export PLATFORM = sky130hd
export DESIGN_NAME = iKon
export DESIGN_NICKNAME = iKon
export VERILOG_FILES = /design/flow/design.v
export SDC_FILE = /design/flow/constraint.sdc
export NUM_CORES = 4
export LEC_CHECK = 1
export CORE_AREA = 10 10 70 70
export DIE_AREA = 0 0 80 80

===== /design/flow/constraint.sdc =====
current_design iKon

set clk_period 1.6
set clk_io_pct 0.2

create_clock -name clk0 -period $clk_period [get_ports {clk}]

set non_clock_inputs [all_inputs -no_clocks]
set_input_delay [expr $clk_period * $clk_io_pct] -clock clk0 $non_clock_inputs
set_output_delay [expr $clk_period * $clk_io_pct] -clock clk0 [all_outputs]

===== /design/flow/design.v =====
`timescale 1ns / 1ps
module iKon (
	input x0,
	input x1,
	input rst,
	input clk,
	output s1, 
	output s0,
	output reg z1,
	output reg z0
);
wire J1K1;
wire J0;
wire K0;
JKFF JKFF1(J0, K0, clk, rst,s0);
JKFF JKFF2(J1K1, J1K1, clk, rst, s1); 
always @(posedge clk, posedge rst) begin
		if (!rst) begin
			z1 <= (s1&x1)|(s1&s0&x0);
			z0 <= (s1&s0&x1);
		end
		else begin
			z1 <= 0;
			z0 <= 0;
		end
	end
wire w1;
and (w1, s0, x0);
or (J1K1, x1, w1);
and (J0, !x1, x0);
wire w2;
and (w2, s1, x0);
or (K0, J0, w2);
endmodule 
`timescale 1ns / 1ps
module JKFF(
    input J,
	 input K,
	 input clk,
	 input rst,
	 output reg Q
    );
	always @(posedge clk or posedge rst)  
	begin
			if(rst == 1) 
				begin 
				Q <= 0;
				end
			else begin
				case({J, K})
				2'b00: Q <= Q;  
				2'b01: Q <= 1'b0;  
				2'b10: Q <= 1'b1;  
				2'b11: Q <= ~Q;  
				endcase
			end
	end
endmodule

==> report_table.html <==
<h3>Run summary</h3>
<table>
<tr><th>Metric</th><th>Value</th></tr>
<tr><th colspan="2">STA</th></tr>
<tr><td>Hold violation total from the final report</td><td>0</td></tr>
<tr><td>Worst-margin pin slew</td><td>~180 ps</td></tr>
<tr><td>Achievable clock frequency</td><td>671 MHz</td></tr>
<tr><td>Count of final max-slew check failures</td><td>0</td></tr>
<tr><td>Hold Worst Slack</td><td>283 ps</td></tr>
<tr><td>Minimum period implied by the final worst setup slack</td><td>1490 ps</td></tr>
<tr><td>Setup TNS Final</td><td>0 ps</td></tr>
<tr><td>Final critical-path share of the clock period</td><td>93.2%</td></tr>
<tr><td>Max Clock Skew</td><td>2.13 ps</td></tr>
<tr><td>Setup repair after global routing missed its margin</td><td>false</td></tr>
<tr><td>Final-report setup violation count</td><td>0</td></tr>
<tr><td>Max-slew headroom at the worst pin</td><td>88.0%</td></tr>
<tr><th colspan="2">Detailed routing</th></tr>
<tr><td>DRC violations left</td><td>0</td></tr>
<tr><td>Wire length per cell after detailed routing</td><td>6.29 um</td></tr>
<tr><td>ANT nets after route</td><td>0</td></tr>
<tr><td>Met3 wire length</td><td>74 um</td></tr>
<tr><td>Wire length the detailed router placed on met1</td><td>about 260 um</td></tr>
<tr><td>DR iter-0 viols</td><td>6</td></tr>
<tr><td>Total via count after detailed routing</td><td>123</td></tr>
<tr><td>Met2 WL post-DR</td><td>100 um</td></tr>
<tr><td>Antenna fix cells</td><td>0</td></tr>
<tr><td>Drt via density</td><td>1.78</td></tr>
<tr><td>Top metal layer carrying routed signals</td><td>met3</td></tr>
<tr><td>DR pass1 iterations</td><td>2</td></tr>
<tr><td>Total Routed Length</td><td>434 um</td></tr>
<tr><th colspan="2">GRT</th></tr>
<tr><td>Total track usage</td><td>1.37%</td></tr>
<tr><td>Via count of the first global-routing pass</td><td>134</td></tr>
<tr><td>Antenna violations before repair</td><td>0</td></tr>
<tr><td>Maximum number of pins on one net before global-route repair</td><td>6</td></tr>
<tr><td>First-pass GRT wire length</td><td>roughly 650 um</td></tr>
<tr><td>Residual overflow from global routing</td><td>0</td></tr>
<tr><th colspan="2">Setup path</th></tr>
<tr><td>Capturing element type of the critical path</td><td>output port</td></tr>
<tr><td>Cell with the largest stage delay on the worst path</td><td>sky130_fd_sc_hd__clkdlybuf4s50_1</td></tr>
<tr><td>Slowest cell delay on critical path</td><td>530 ps</td></tr>
<tr><td>Largest fanout of any net on the critical path</td><td>5</td></tr>
<tr><td>Startpoint type of the worst setup path</td><td>flip-flop</td></tr>
<tr><td>Cell-by-cell listing of the critical path</td><td>clkdlybuf4s50_1</td></tr>
<tr><td>Buf/Inv on CP</td><td>1</td></tr>
<tr><td>CP arrival</td><td>1170 ps</td></tr>
<tr><td>Category of cells accounting for the largest share of critical-path delay</td><td>buffers and inverters</td></tr>
<tr><td>Classification of the worst setup path</td><td>flip-flop to output port</td></tr>
<tr><td>Data required, critical path</td><td>~1300 ps</td></tr>
<tr><th colspan="2">Floorplanning</th></tr>
<tr><td>Total I/O pin count</td><td>8</td></tr>
<tr><td>Die Ht</td><td>80 um</td></tr>
<tr><td>Fp util</td><td>4.58%</td></tr>
<tr><td>Total die area</td><td>6400 sq um</td></tr>
<tr><td>CORE AREA</td><td>3420 sq um</td></tr>
<tr><td>Width of the die</td><td>roughly 80 um</td></tr>
<tr><td>Count of standard-cell rows</td><td>21</td></tr>
<tr><th colspan="2">Final layout</th></tr>
<tr><td>Final standard cell area without fillers</td><td>307 sq um</td></tr>
<tr><td>Number of fillers in the final layout</td><td>approximately 400</td></tr>
<tr><td>P&amp;R area growth vs syn</td><td>96.0%</td></tr>
<tr><td>Share of layout cells above drive strength 1</td><td>26.1%</td></tr>
<tr><th colspan="2">Placement</th></tr>
<tr><td>Input/output buffers</td><td>7</td></tr>
<tr><td>RD Place Congestion</td><td>approximately 0.63</td></tr>
<tr><td>Placed Area</td><td>284 sq um</td></tr>
<tr><th colspan="2">Clock tree</th></tr>
<tr><td>Clock buffers created by TritonCTS</td><td>3</td></tr>
<tr><td>Cell chosen for the clock root</td><td>sky130_fd_sc_hd__clkbuf_4</td></tr>
<tr><td>Latest clock arrival within the worst-skew pair</td><td>230 ps</td></tr>
<tr><td>Gates resized, CTS repair</td><td>0</td></tr>
<tr><td># H-tree levels</td><td>1</td></tr>
<tr><td>CTS tree</td><td>done</td></tr>
<tr><td>Post CTS Setup Buffer Count</td><td>0</td></tr>
<tr><td>Number of clock sinks seen by CTS</td><td>4</td></tr>
<tr><td>Worst-path clk slew</td><td>40 ps</td></tr>
<tr><td>CTS Hold Buffers Added</td><td>0</td></tr>
<tr><td>Clk buf depth</td><td>2</td></tr>
<tr><th colspan="2">Synthesis</th></tr>
<tr><td>Top cell area share</td><td>64.0%</td></tr>
<tr><td>Post-synth regs</td><td>4</td></tr>
<tr><td>Synth cell types</td><td>10</td></tr>
<tr><td>Number of cell instances after yosys synthesis</td><td>13</td></tr>
<tr><td>Syn avg cell area</td><td>12.0 sq um</td></tr>
<tr><td>Number of warnings printed during yosys synthesis</td><td>2</td></tr>
<tr><td>Area reported by Yosys stat</td><td>156 sq um</td></tr>
<tr><td>Top cell type by total area after synthesis</td><td>sky130_fd_sc_hd__dfrtp_1</td></tr>
<tr><td>Synth Cell Area</td><td>around 160 sq um</td></tr>
<tr><td>Leading post-synthesis cells by cell area</td><td>sky130_fd_sc_hd__dfrtp_1, sky130_fd_sc_hd__a21oi_2, sky130_fd_sc_hd__a22o_1</td></tr>
<tr><td>Sequential fraction of the synthesis area</td><td>approximately 64%</td></tr>
<tr><td>Gate count of the mapped netlist</td><td>13</td></tr>
<tr><th colspan="2">Pwr</th></tr>
<tr><td>Final Total Pwr</td><td>0.000400 W</td></tr>
<tr><td>Net switching power</td><td>0.0000960 W</td></tr>
<tr><td>Combinational share of power</td><td>28.0%</td></tr>
<tr><td>Leakage power</td><td>around 0.12 nW</td></tr>
<tr><td>Internal power</td><td>0.000304 W</td></tr>
<tr><td>Sw Ratio</td><td>approximately a quarter</td></tr>
<tr><td>Relative contribution of the clock network to total power</td><td>approximately 30%</td></tr>
<tr><td>VDD IR-drop max</td><td>0.000221 V</td></tr>
<tr><td>Share of total power in sequential cells</td><td>41.3%</td></tr>
<tr><td>Power density of the placed cells</td><td>1310 nW/um^2</td></tr>
<tr><th colspan="2">Run</th></tr>
<tr><td>Number of warning messages in the logs</td><td>25</td></tr>
<tr><td>MaxCap Viol Count</td><td>0</td></tr>
<tr><th colspan="2">Status</th></tr>
<tr><td>Outcome</td><td>finished, final reports clean</td></tr>
<tr><th colspan="2">Min path</th></tr>
<tr><td>Hold Path Class</td><td>input pin to asynchronous set/reset pin</td></tr>
</table>
cells in the final DEF (no fill, tap or decap), drive strengths merged:
master         n
xnor2          1
and3           1
nor2b          1
nor2           1
a21oi          1
o21ai          1
a22o           1
clkbuf         3
dfrtp          4
clkdlybuf4s50  7
inv            2
per-layer routing:
layer / vias to the layer above / global-route usage (%)
met2: 8 / 0.883
li1: 62 / -
met1: 53 / 2.07
met4: 0 / 0.704
met3: 0 / 1.48
met5: - / 0
power by group through the flow:
stage / clock (W) / sequential (W) / combinational [W]
after global routing: 0.000135 / 0.000170 / 0.000126
final: 0.000123 / 0.000165 / 0.000112
after CTS: 0.000131 / 0.000165 / 0.000116
cells by family (layout without fill, tap and decap cells):
family,count (synthesis),after routing,share of synthesized area (%)
DFF,4,4,64.0
xor gates and xnor gates,1,1,5.60
AOI/OAI and AO/OA,3,3,14.4
buffers and inverters,2,12,4.80
and+or+nand+nor,3,3,11.2
worst paths after layout:
path	start	end	slack [ps]	cells past startpoint
max	JKFF1.Q	s0	110	1
min	rst	z1	280	2
max reg2reg	JKFF2.Q	JKFF1.Q	770	2
min reg2reg	JKFF2.Q	JKFF2.Q	540	1
max in group asynchronous	rst	JKFF1.Q	1170	2
min in group clk0	JKFF2.Q	JKFF2.Q	540	1
registers in the layout, indices dropped and copies added (netlist names):
| register | count |
|---|---|
| JKFF1.Q | 1 |
| JKFF2.Q | 1 |
| z0 | 1 |
| z1 | 1 |
cell usage after synthesis, drive strengths merged:
master  n
a21oi   1
a22o    1
and3    1
dfrtp   4
inv     2
nor2    1
nor2b   1
o21ai   1
xnor2   1
per-stage QoR:
step                setup WS, ps  std cells  utilization [%]
floorplan                    841         13                -
global placement             353         66             8.32
detailed placement           325         66             8.32
CTS                          106         69             8.97
global route                80.2         69             8.97
finish                       109         69             8.97
layout make-up:
type	instances	area (sq um)	share of cell area (%)
Tap cell	46	57.6	18.8
Timing Repair Buffer	7	70.1	22.9
Clock buffer	3	22.5	7.35
Multi-Input combinational cell	7	48.8	15.9
Inverter	2	7.51	2.45
Sequential cell	4	100	32.7
No activity file was given, so power comes from the tool's default toggle rates.
