File: design.v
`timescale 1ns / 1ps
module week6(
	input clk,
	input rst,
	input in,
	output reg [1:0] out
);
	 reg [1:0] PS;
	 reg [1:0] NS;
	always @(posedge clk)  
	begin
		if( rst == 1 ) begin  
			PS <= 0;  
		end
		else begin  
			PS <= NS;
		end	
	end
	always @(*)  
	begin
		case( PS )
			0 : begin
				if( in == 0 ) begin
					NS = 3;
				end
				else begin
					NS = 1;
				end
			end
			1 : begin
				if( in == 0 ) begin
					NS = 0;
				end
				else begin
					NS = 2;
				end
			end
			2 : begin
				if( in == 0 ) begin
					NS = 1;
				end
				else begin
					NS = 3;
				end
			end
			default : begin
				if( in == 0 ) begin
					NS = 2;
				end
				else begin
					NS = 0;
				end
			end	
		endcase
	end
	always @(*)
	begin
		case( PS )
			0 : begin
				out = ( in == 0 ) ? 3 : 1; 
			end
			1 : begin
				out = ( in == 0 ) ? 0 : 2; 
			end
			2 : begin
				out = ( in == 0 ) ? 1 : 3; 
			end
			default : begin
				out = ( in == 0 ) ? 2 : 0; 
			end	
		endcase	
	end
endmodule
File: config.mk
export PLATFORM = sky130hd
export DESIGN_NAME = week6
export DESIGN_NICKNAME = week6
export VERILOG_FILES = /design/flow/design.v
export SDC_FILE = /design/flow/constraint.sdc
export NUM_CORES = 4
export LEC_CHECK = 1
export CORE_AREA = 10 10 70 70
export DIE_AREA = 0 0 80 80
File: run.sh
#!/bin/bash
# OpenROAD 26Q1-2900-gdf79404cd8, Yosys 0.63+post, stock flow scripts
make -C /OpenROAD-flow-scripts/flow DESIGN_CONFIG=/design/flow/config.mk WORK_HOME=/design/flow/orfs finish
File: constraint.sdc
current_design week6

set clk_period 1.1
set clk_io_pct 0.2

create_clock -name clk0 -period $clk_period [get_ports {clk}]

set non_clock_inputs [all_inputs -no_clocks]
set_input_delay [expr $clk_period * $clk_io_pct] -clock clk0 $non_clock_inputs
set_output_delay [expr $clk_period * $clk_io_pct] -clock clk0 [all_outputs]
==> job_summary.md <==
### Yosys + OpenROAD results

| Metric | Value |
|---|---|
| Status | `finished, violations left` |
| Violations in the final reports | `negative setup slack` |
| Number of cells on the worst reg-to-reg path | `3` |
| Worst Hold Class | `reg2reg` |
| Max FFs per register | `4` |
| Synth-to-layout area growth | `81.3%` |
| Share of layout cells above drive strength 1 | `55.6%` |
| Cell leakage power | `0.133 nW` |
| DRC violation count after routing | `0` |
| Smallest setup slack after layout | `-0.0576 ns` |
| Worst R2R Start | `PS[2]$_DFF_P_` |
| Number of buffers added for setup after CTS | `0` |
| Syn_area_per_cell | `10.2 um2` |
| GRT Overall Usage | `1.23%` |
| Cell area after layout | `315 um2` |
| Signal arrival time at the worst endpoint | `0.94 ns` |
| Top library cells by usage in the layout, fill and taps aside | `nor2_1 (4), mux2i_1 (4), buf_4 (4)` |
| Portion of total power attributed to the clock network | `44.7%` |
| # Cells Yosys | `17` |
| Worst hold slack across all endpoints | `0.474 ns` |
| Gate power share | `14.8%` |
| Distinct lib cells | `7` |
| Antenna viol nets, final | `0` |
| First-pass GRT wire length | `565 um` |
| Total of warnings raised by yosys | `1` |
| Grt ovf | `0` |
| Clock-pin slew reported for the worst setup and hold paths after clock tree synthesis | `0.04 ns` |
| Slew Viols, Final | `0` |
| Sw Share | `21.5%` |
| Seq pwr share | `40.6%` |
| Deepest level of the CTS H-tree | `1` |
| Synthesized netlist cell count | `17` |
| Remaining max-slew budget at the tightest pin | `89.6%` |
| Clk_skew | `0.00107 ns` |
| Iteration count of the initial detailed-routing pass | `4` |
| Number of global-route vias before repair | `123` |
| Final Hold Fails | `0` |
| FILL cells | `404` |
| Die x size | `80 um` |
| Worst path buffer plus inverter count | `1` |
| Critical path required time | `0.88 ns` |
| Setup slack of the most critical reg-to-reg path | `0.13 ns` |
| Final count of negative-setup-slack endpoints | `2` |
| Synthesized chip area reported by yosys | `174 um2` |
| Sequential fraction of the synthesis area | `46.0%` |
| Sort of element at the end of the critical path | `output port` |
| Total wire length after detailed routing | `386 um` |
| IR Drop Worst-Case VDD | `0.199 mV` |
| Reg-to-reg critical path endpoint | `PS[0]$_DFF_P_` |
| Max Root-Sink Buffers | `2` |
| Power spent charging and discharging nets | `0.0875 mW` |
| Number of vias after detailed routing | `153` |
| Worst Hold Endpoint | `PS[0]$_DFF_P_` |
| Die Footprint | `0.00640 mm2` |
| IO Pins | `5` |
| Initial cell density of the core | `5.09%` |
| Count of antenna diodes in the layout | `0` |
| WHS Path Cells | `1` |
| Max Freq | `864 MHz` |
| RSZ-0062 raised after global routing | `true` |
| Cell with the largest stage delay on the worst path | `dfxtp_2` |
| Core ar. | `0.00342 mm2` |
| Post-synthesis register bit count | `4` |
| Internal power contribution | `0.319 mW` |
| Category of the worst setup path launch point | `register` |
| Category of cells accounting for the largest share of critical-path delay | `flip-flops` |
| Type of the worst setup path | `reg2out` |
| CTS tree | `yes` |
| Number of antenna violations at the first check in global routing | `0` |
| Die boundary height | `80 um` |
| Post-DR wirelength/cell | `5.29 um` |
| Via/cell ratio | `2.10` |
| Total power density per cell area | `1290 mW/mm2` |
| Largest fanout on the critical path | `3` |
| Largest net degree at the start of global routing | `6` |
| Initial detailed-routing violation count | `5` |
| Post-layout minimum cycle time | `1.16 ns` |
| Post-DP Area | `290 um2` |
| Start point of the worst min-delay path | `PS[3]$_DFF_P_` |
| Worst Tran Pin Value | `0.151 ns` |
| Tool warnings | `27` |
| Registers with the highest flip-flop counts | `PS x4` |
| Placer's final routability congestion estimate | `0.636` |
| Register with the highest flop count | `PS` |
| Row count | `21` |
| Late-Pin Clk Latency | `0.23 ns` |
| Inserted Clock Buffers | `3` |
| Clock Tree Root | `clkbuf_4` |
| Max Cap Viol | `0` |
| Mapped Area | `174 um2` |
| Hold-fix buffers at CTS | `0` |
| Share of the clock period used by the worst path after layout | `105%` |
| Cell Chain, Critical Path | `nor2_4 -> mux2i_1 -> buf_2` |
| Delay of the slowest cell on the worst path | `0.33 ns` |
| Clock tree sinks | `4` |
| Input/output buffers | `4` |
-- cell families (layout without fill, tap and decap cells) --
logic type / count (synthesis) / in the layout / synth area share (%)
and+or+nand+nor: 7 / 7 / 19.4
muxes: 4 / 4 / 23.0
DFF: 4 / 4 / 46.0
AOI/OAI and AO/OA: 1 / 1 / 5.04
buffers and inverters: 1 / 11 / 6.47
-- power by group through the flow --
stage	combinational, mW	clock [mW]	sequential (mW)
CTS	0.0599	0.193	0.163
global route	0.0657	0.210	0.166
finish	0.0600	0.181	0.165
-- cells in the mapped netlist (all sizes together) --
cell type / n / area, um2
nor2: 5 / 18.8
dfxtp: 4 / 80.1
mux2i: 4 / 40.0
a211o: 1 / 8.76
buf: 1 / 11.3
nor2b: 1 / 8.76
or2: 1 / 6.26
-- metal layers --
metal  vias to the layer above  GRT usage, %  wire length (um)
met5                         -             0                 0
met4                         0         0.880                 5
met3                         2          1.59                67
met2                         4         0.963               141
met1                        68          1.47               172
li1                         79             -                 -
-- per-stage QoR --
stage          instances  power (mW)  setup TNS [ns]  worst slack [ns]  util (%)
4_1_cts               73       0.416          -0.114           -0.0896      9.05
3_5_place_dp          70       0.228           -1.25            -0.488      8.50
3_3_place_gp          70       0.226           -1.21            -0.493      8.50
5_1_grt               73       0.441          -0.201            -0.153      9.23
2_1_floorplan         17       0.192               0             0.308         -
6_report              73       0.406         -0.0666           -0.0576      9.23
-- final cells by class --
| cell class | count | area [um2] | share of cell area, % |
|---|---|---|---|
| clock buffer | 3 | 22.5 | 7.14 |
| multi-input combinational | 12 | 92.6 | 29.4 |
| sequential | 4 | 83.8 | 26.6 |
| tap | 46 | 57.6 | 18.3 |
| timing repair buffer | 8 | 58.8 | 18.7 |
-- worst max path at each step --
| stage | from | endpoint | slack [ns] | cells after the start |
|---|---|---|---|---|
| 4_1_cts | PS[2]$_DFF_P_ | out[1] | -0.09 | 3 |
| 6_report | PS[1]$_DFF_P_ | out[1] | -0.06 | 3 |
| 5_1_grt | PS[1]$_DFF_P_ | out[1] | -0.15 | 3 |
-- repair_timing --
action	CTS	global route
pin swaps	1	1
hold endpoints to repair	0	0
endpoints found under the setup margin	2	2
gates resized	11	2
Power and IR drop assume default switching activity.
